==> flow/design.v <==
module control_encode(
    input clk,
    input rst_n,
    input en_start,
    input en_din,
    input read_parity,
    input parity_out_done,
    output reg en_counterROM,
    output reg en_counterOUT,
    output reg en_G,
    output reg load_g,
    output reg en_L,
    output reg done_encode,
    output reg rst_c,
    output reg en_out
);
parameter S_idle = 2'b00;
parameter S_encode = 2'b01;
parameter S_parity_out = 2'b10;
reg [1:0] cstate, nstate;
always @ (posedge clk or negedge rst_n)
    if (!rst_n)
        cstate <= S_idle;
    else
        cstate <= nstate;
always @ (*)
    begin
        en_counterROM = 0;
        en_counterOUT = 0;
        en_G = 0;
        load_g = 0;
        en_L = 0;
        done_encode = 0;
        en_out = 0;
        rst_c = 1;
        case(cstate)
            S_idle: begin
				if(en_start)
					begin
						nstate=S_encode;
						en_G=1;
						load_g=1;
					end
				else
					nstate=S_idle;
			end
            S_encode: begin
				if(en_din)
					begin
						en_counterROM=1;
						en_L=1;
						en_G=1;
						nstate=S_encode;
					end
				else if(read_parity)
					begin
						en_out=1;
						en_counterOUT=1;
						nstate=S_parity_out;
					end
				else
					begin
						done_encode=1;
						nstate=S_encode;
					end
			   end
            S_parity_out: begin
					if(!parity_out_done)
						begin
							en_counterOUT=1;
							en_out=1;
							nstate=S_parity_out;
						end
					else
						begin
							rst_c=0;
							nstate=S_idle;
						end
				end
            default:
                nstate = S_idle;
        endcase
    end
endmodule
module encode_cell(
			input[7:0] d_in,
			input clk,
		        input rst_n,
			input rst_c,
			input en_G,
			input load_G,
			input en_L,
			input[4:0] addrROM,
			input reg[255:0] L_cell,
			output[255:0] L_in
		       );
reg[255:0] ROM[31:0];
reg[255:0] buffer_G;
always@(posedge clk or negedge rst_n)
	if(!rst_n)
		buffer_G<=256'b0;
	else if(!rst_c)
		buffer_G<=256'b0;
	else if(en_G)
		if(load_G)
			buffer_G<=ROM[addrROM];
		else
			buffer_G<={buffer_G[247:0],buffer_G[255:248]};
parallel_cell p0(d_in,L_cell[0],{buffer_G[0],buffer_G[255:249]},L_in[0]);
parallel_cell p1(d_in,L_cell[1],{buffer_G[1],buffer_G[0],buffer_G[255:250]},L_in[1]);
parallel_cell p2(d_in,L_cell[2],{buffer_G[2],buffer_G[1],buffer_G[0],buffer_G[255:251]},L_in[2]);
parallel_cell p3(d_in,L_cell[3],{buffer_G[3],buffer_G[2],buffer_G[1],buffer_G[0],buffer_G[255:252]},L_in[3]);
parallel_cell p4(d_in,L_cell[4],{buffer_G[4],buffer_G[3],buffer_G[2],buffer_G[1],buffer_G[0],buffer_G[255:253]},L_in[4]);
parallel_cell p5(d_in,L_cell[5],{buffer_G[5],buffer_G[4],buffer_G[3],buffer_G[2],buffer_G[1],buffer_G[0],buffer_G[255:254]},L_in[5]);
parallel_cell p6(d_in,L_cell[6],{buffer_G[6],buffer_G[5],buffer_G[4],buffer_G[3],buffer_G[2],buffer_G[1],buffer_G[0],buffer_G[255]},L_in[6]);
generate
genvar i;
	for(i=7;i<256;i=i+1)
		begin:parallel_compute
			parallel_cell p7(d_in,L_cell[i],buffer_G[i-:8],L_in[i]);
		end	
endgenerate	
endmodule
module ldpc_encode(
    input clk,
    input rst_n,
    input [7:0] d_in,
    input en_start,
    input en_din,
    input read_parity,
    output done_encode,
    output en_out,
    output [7:0] d_out
);
    wire parity_out_done;
    wire en_counterROM;
    wire en_counterOUT;
    wire en_G;
    wire load_g;
    wire rstc;
    wire en_L;
    wire [1023:0] L;
    control_encode e1(
        clk,
        rst_n,
        en_start,
        en_din,
        read_parity,
        parity_out_done,
        en_counterROM,
        en_counterOUT,
        en_G,
        load_g,
        en_L,
        done_encode,
        rstc,
        en_out
    );
    parallel_encode e2(
        d_in,
        clk,
        rst_n,
        rstc,
        en_counterROM,
        en_G,
        load_g,
        en_L,
        en_out,
        L
    );
    parity_out e3(
        clk,
        rst_n,
        en_counterOUT,
        rstc,
        L,
        parity_out_done,
        d_out
    );
endmodule
module parallel_cell(
			input[7:0] d_in,
			input	L_ref,
			input[7:0] buffer,
			output d_out
		     );
wire[7:0] b;
wire[3:0] c;
wire[1:0] d;
wire e;
generate
genvar i;
	for(i=0;i<8;i=i+1)
		begin:and_operation
			assign b[i]=d_in[i]&buffer[7-i];
		end
endgenerate
assign c[0]=b[0]^b[1];
assign c[1]=b[2]^b[3];
assign c[2]=b[4]^b[5];
assign c[3]=b[6]^b[7];
assign d[0]=c[0]^c[1];
assign d[1]=c[2]^c[3];
assign e=d[0]^d[1];
assign d_out=e^L_ref;
endmodule
module parallel_encode(
			input[7:0] d_in,
			input clk,
			input rst_n,
			input rst_c,
			input en_counterROM,
			input en_G,
			input load_g,
			input en_L,
			input en_out,
			output reg[1023:0] L
		       );
reg[4:0] counterROM;
reg[4:0] addrROM;
wire addROM,a,load_G;
wire[255:0] L_in0,L_in1,L_in2,L_in3;
always@(posedge clk or negedge rst_n)
	if(!rst_n)
		counterROM<=5'b0;
	else if(!rst_c)
		counterROM<=5'b0;
	else if(a)
		counterROM<=5'b0;
	else if(en_counterROM)
		counterROM<=counterROM+1'b1;
assign addROM=(counterROM==5'b10_000)?1:0;
assign a=(counterROM==5'b11_111)?1:0;
assign load_G=load_g|a;
always@(posedge clk or negedge rst_n)   
	if(!rst_n)
		addrROM<=5'b0;
	else if(!rst_c)
		addrROM<=5'b0;
	else if(addROM)
		addrROM<=addrROM+1'b1;
encode_cell k0(d_in,clk,rst_n,rst_c,en_G,load_G,en_L,addrROM,L[255:0],L_in0);
encode_cell k1(d_in,clk,rst_n,rst_c,en_G,load_G,en_L,addrROM,L[511:256],L_in1);
encode_cell k2(d_in,clk,rst_n,rst_c,en_G,load_G,en_L,addrROM,L[767:512],L_in2);
encode_cell k3(d_in,clk,rst_n,rst_c,en_G,load_G,en_L,addrROM,L[1023:768],L_in3);
always@(posedge clk or negedge rst_n)
	if(!rst_n)
		L<=0;
	else if(!rst_c)
		L<=0;
	else if(en_L)
		L<={L_in3,L_in2,L_in1,L_in0};
	else if(en_out)
		L<={L[7:0],L[1023:8]};
endmodule
module parity_out(
			input clk,
			input rst_n,
			input en_counterOUT,
			input rst_c,
			input[1023:0] L,
			output parity_out_done,
			output[7:0] d_out
		);
reg[7:0] counterOUT;
always@(posedge clk or negedge rst_n)
	if(!rst_n)
		counterOUT<=0;
	else if(!rst_c)
		counterOUT<=0;
	else if(en_counterOUT)
		counterOUT<=counterOUT+1'b1;
assign d_out=L[7:0];
assign parity_out_done=(counterOUT==8'b10_000_000)?1:0;
endmodule
==> flow/run.sh <==
#!/bin/bash
# OpenROAD 26Q1-2900-gdf79404cd8, Yosys 0.63+post, stock flow scripts
make -C /OpenROAD-flow-scripts/flow DESIGN_CONFIG=/design/flow/config.mk WORK_HOME=/design/flow/orfs finish
==> flow/config.mk <==
export PLATFORM = sky130hd
export DESIGN_NAME = ldpc_encode
export DESIGN_NICKNAME = ldpc_encode
export VERILOG_FILES = /design/flow/design.v
export SDC_FILE = /design/flow/constraint.sdc
export NUM_CORES = 4
export LEC_CHECK = 1
export CORE_UTILIZATION = 50
export SYNTH_MEMORY_MAX_BITS = 65536
==> flow/constraint.sdc <==
current_design ldpc_encode

set clk_period 491.6
set clk_io_pct 0.2

create_clock -name clk0 -period $clk_period [get_ports {clk}]

set non_clock_inputs [all_inputs -no_clocks]
set_input_delay [expr $clk_period * $clk_io_pct] -clock clk0 $non_clock_inputs
set_output_delay [expr $clk_period * $clk_io_pct] -clock clk0 [all_outputs]
==> reports/results.txt <==
Synth Instances: 26484
Worst setup margin: 292.92 ns
CTS buffer count: 281
HPWL after DPL: 352000 um
IO buf count: 22
Vias per inst: 5.73
DR top layer: met5
CTS Sinks: 2059
Post-route ant nets: 0
Setup Skew: 0.0397 ns
Top cells by area: dfrtp_1, nand2_1, xnor2_1
Met3 routed WL: 43900 um
Root Buffer: clkbuf_16
Dpl ws: 292.90 ns
Latency at later pin: 0.94 ns
Cell area after layout: 212000 um2
Final setup violating endpoints: 0
Clock transition at path regs: 0.05 ns
Chip area in the Yosys report: 205000 um2
Final hold violation count: 0
Max Transition Viols Final: 0
CTS tree: done
Post-CTS setup buffer count: 0
Slew @ Worst Pin: 0.824 ns
Worst hold stages: 1
Post-synth EDFFs: 0
Total global-route track usage: 0.309
Pre-antenna DRT Iters: 6
Initial antenna violation count: 2
Critical path class: primary input to output pin
RSZ-0062 raised after global routing: no
Worst slew margin: 0.449
Status: finished, final reports clean
Clock Tree Buf Depth: 4
Total Die Area: 413000 um2
Grt total ovfl: 0
Final worst-path cycle share: 0.404
Worst Hold Class: register to register
Yosys top cell area share: 0.251
FMAX: 5.03 MHz
Final WL: 623000 um
WL met1: 281000 um
Cell Pwr Density: 1.99 nW/um2
Vertical die size: 643 um
Worst EP arrival: 100.36 ns
Share of cells above drive strength 1: 0.0336
Seq/Total Area, Yosys: 0.251
Core Rows: 234
Mapped cell area: 205000 um2
Main synth FF type: dfrtp_1
Max FO, Critical Path: 25
Syn Area/Cell: 7.75 um2
Wirelength per Cell: 20.8 um
Reg2reg path depth: 11
Routed length on met2: 288000 um
CTS H-tree depth: 5
MaxCap Viol Count: 0
IO Count: 23
Largest net degree at the start of global routing: 117
Clock period minus final worst setup slack: 198.68 ns
Die W: 643 um
Cell Type Count: 33
Crit path DRT: 393.28 ns
Number of global-route vias before repair: 165807
GPL Wtd Cong: 0.838
VDD IR max: 0.00260 mV
Hold buffers post-CTS: 0
Flops & latches, synth: 2059
First-pass GRT wire length: 997000 um
Core Util at FP: 0.504
1st-iter DRT viols: 13815
Via count: 171503
Startpoint types: primary input
Setup crit end kind: output pin
Warnings, synthesis: 4
Cell Area, Placed: 203000 um2
Setup TNS: 0 ns
Synth-to-Final Area Change: 3.57%
Resized cells post-CTS: 0
Tool warnings: 51
Drc violations: 0
Core area: 407000 um2
Yosys top cell by area: dfrtp_1
Yosys Instances: 26484
FFs w/ async S/R, synth: 1.00
Static Leak: 81.1 nW
sequential cells by signal, indices dropped and copies added, names as in the netlist:
signal          count
e1.cstate           3
e2.L             1024
e2.k0.buffer_G    256
e2.k1.buffer_G    256
e2.k2.buffer_G    256
e2.k3.buffer_G    256
e3.counterOUT       8
path summary, 6_finish.rpt:
kind / startpoint / to / slack (ns)
max: en_din / en_out / 292.92
min: e3.counterOUT[6] / e3.counterOUT[6] / 0.50
max reg2reg: e1.cstate[1] / e2.L[421] / 485.67
min reg2reg: e3.counterOUT[6] / e3.counterOUT[6] / 0.50
max in group asynchronous: rst_n / e2.L[678] / 389.68
min in group asynchronous: rst_n / e2.k0.buffer_G[134] / 97.26
layout make-up:
type	instances	area [um2]
timing repair buffer	393	3380
clock buffer	414	8410
sequential	2059	51500
antenna	2	5.00
multi-input combinational	21564	141000
clock inverter	81	1010
tap	5428	6790
fill	37082	195000
inverter	5	18.8
layout by cell type (no fill, tap or decap), drive strengths merged, types with 44 or more instances in the layout:
cell type      n
a21oi       1037
a22oi       1021
buf          380
clkbuf       414
clkinv        44
dfrtp       2058
nand2      11270
o221ai      1024
xnor2       4100
xnor3       1024
xor2        2049
worst max-delay path: stages:
cell	delay (ns)
clkdlybuf4s50_1	0.71
and3b_4	0.72
a21o_1	0.15
clkdlybuf4s50_1	0.46
metrics by stage:
| stage | utilization | hold WS, ns | power, W | std cells |
|---|---|---|---|---|
| floorplan | - | 0.467 | 0.000194 | 26484 |
| global placement | 0.499 | 0.489 | 0.000211 | 29449 |
| detailed placement | 0.499 | 0.491 | 0.000211 | 29449 |
| CTS | 0.522 | 0.501 | 0.000428 | 29944 |
| global route | 0.522 | 0.537 | 0.000435 | 29946 |
| finish | 0.522 | 0.503 | 0.000424 | 29946 |
where the power goes:
| group | total [W] | switching, W | internal (W) |
|---|---|---|---|
| logic | 0.0000375 | 0.0000338 | 0.00000368 |
| registers | 0.000170 | 0.000000545 | 0.000170 |
| clock network | 0.000216 | 0.0000865 | 0.000129 |
| total | 0.000424 | 0.000121 | 0.000303 |
per-layer routing:
layer / vias to the layer above / GRT usage
met5: - / 0
met4: 2 / 0.0566
met3: 702 / 0.0519
met2: 6108 / 0.477
met1: 84550 / 0.479
li1: 80141 / -
cells in the mapped netlist, types with 5 or more instances:
master and n:
nand2_1 11270, nand2b_1 6, a22oi_1 1021, buf_4 53, clkbuf_1 1308, xnor3_1 1024, xnor2_1 4100, o221ai_1 1024
buf_2 832, buf_1 615, nor2_1 5, dfrtp_1 2058, nand3_1 7, buf_6 48, xor2_1 2049, inv_1 5
a21oi_1 1037
kinds of logic after synthesis:
group,after synthesis,synth area share
DFF,2059,0.251
xor gates and xnor gates,7173,0.375
buffers and inverters,2861,0.0601
and+or+nand+nor,11298,0.207
adders and majority gates,2,0.000122
AOI/OAI and AO/OA,3091,0.107
Power is estimated from default activity; no workload was simulated.
